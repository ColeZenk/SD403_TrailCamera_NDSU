<file path="design/flow/design.v">
module MUXCY(output O, input CI, DI, S);
  assign O = S ? CI : DI;
endmodule
module XORCY(output O, input CI, LI);
  assign O = CI ^ LI;
endmodule
module CARRY4BITS(output [3:0] CO, O, input CI, CYINIT, input [3:0] DI, S);
   wire CIN = CI | CYINIT;
   MUXCY muxcy0 (.O(CO[0]), .CI(CIN),   .DI(DI[0]), .S(S[0]));
   MUXCY muxcy1 (.O(CO[1]), .CI(CO[0]), .DI(DI[1]), .S(S[1]));
   MUXCY muxcy2 (.O(CO[2]), .CI(CO[1]), .DI(DI[2]), .S(S[2]));
   MUXCY muxcy3 (.O(CO[3]), .CI(CO[2]), .DI(DI[3]), .S(S[3]));
   XORCY xorcy0 (.O(O[0]), .CI(CIN),   .LI(S[0]));
   XORCY xorcy1 (.O(O[1]), .CI(CO[0]), .LI(S[1]));
   XORCY xorcy2 (.O(O[2]), .CI(CO[1]), .LI(S[2]));
   XORCY xorcy3 (.O(O[3]), .CI(CO[2]), .LI(S[3]));
endmodule
</file>
<file path="design/flow/constraint.sdc">
current_design CARRY4BITS

set clk_period 2.3
set clk_io_pct 0.2

create_clock -name clk0 -period $clk_period

set non_clock_inputs [all_inputs -no_clocks]
set_input_delay [expr $clk_period * $clk_io_pct] -clock clk0 $non_clock_inputs
set_output_delay [expr $clk_period * $clk_io_pct] -clock clk0 [all_outputs]
</file>
<file path="design/flow/run.sh">
#!/bin/bash
# OpenROAD 26Q1-2900-gdf79404cd8, Yosys 0.63+post, stock flow scripts
make -C /OpenROAD-flow-scripts/flow DESIGN_CONFIG=/design/flow/config.mk WORK_HOME=/design/flow/orfs finish
</file>
<file path="design/flow/config.mk">
export PLATFORM = sky130hd
export DESIGN_NAME = CARRY4BITS
export DESIGN_NICKNAME = CARRY4BITS
export VERILOG_FILES = /design/flow/design.v
export SDC_FILE = /design/flow/constraint.sdc
export NUM_CORES = 4
export LEC_CHECK = 1
export CORE_AREA = 10 10 70 70
export DIE_AREA = 0 0 80 80
</file>
==> run_summary.xml <==
<?xml version="1.0" encoding="UTF-8"?>
<metrics>
  <group name="run_status">
    <metric name="run_status" unit="">completed</metric>
  </group>
  <group name="grt">
    <metric name="busiest_grt_layer" unit="">met2</metric>
    <metric name="antenna_found_initial" unit="">0</metric>
    <metric name="global_route.usage.met3" unit="">0.005682</metric>
    <metric name="globalRouteOverflowTotal" unit="">0</metric>
    <metric name="grt_start_max_net_pins" unit="">4</metric>
    <metric name="global_route.usage.met1" unit="">0.01780</metric>
    <metric name="groute.usage.overall" unit="">0.01709</metric>
    <metric name="grt_pass1_wl" unit="microns">910</metric>
    <metric name="grt_use_met2" unit="">0.03371</metric>
    <metric name="first_global_vias" unit="">197</metric>
  </group>
  <group name="power">
    <metric name="vdd_ir_drop_max" unit="uV">20.63</metric>
    <metric name="clkPwrFrac" unit="">0</metric>
    <metric name="switching_power" unit="W">0.00002497</metric>
    <metric name="p_per_area" unit="nW/um^2">188.5</metric>
    <metric name="power.combinational.fraction" unit="">1.000</metric>
    <metric name="switching_share" unit="">0.3034</metric>
    <metric name="power.static_leakage" unit="nW">0.1896</metric>
    <metric name="seqPwrFrac" unit="">0</metric>
    <metric name="internal_power" unit="W">0.00005734</metric>
  </group>
  <group name="synth">
    <metric name="yosysWarnings" unit="">0</metric>
    <metric name="mappedNetlistArea" unit="sq um">166.4</metric>
    <metric name="synth_stat.cells" unit="">22</metric>
    <metric name="syn-mean-instance-area" unit="sq um">7.564</metric>
    <metric name="ys_top_logic_family" unit="">buffers and inverters</metric>
    <metric name="post_synth_num_cell_types" unit="">11</metric>
    <metric name="synth_compound_gate_area_share" unit="">0.2105</metric>
    <metric name="seq_area_frac_synth" unit="">0</metric>
    <metric name="xor_share" unit="">0.2105</metric>
    <metric name="synthCells" unit="">22</metric>
    <metric name="synth.mux.area_fraction" unit="">0.09023</metric>
    <metric name="synth.cellmix.adderShare" unit="">0</metric>
    <metric name="yosys.stat.chipArea" unit="sq um">166.4</metric>
    <metric name="synth.cellmix.simpleShare" unit="">0.1053</metric>
  </group>
  <group name="finish">
    <metric name="share_of_layout_cells_above_drive_strength_1" unit="">0.4419</metric>
    <metric name="mostFrequentLayoutCell" unit="">buf_4</metric>
    <metric name="logic_area" unit="sq um">125.1</metric>
    <metric name="n_clock_buffer" unit="">0</metric>
    <metric name="finalCoreUtilization" unit="">0.1278</metric>
    <metric name="numSequentialCells" unit="">0</metric>
    <metric name="filler_cell_count" unit="">394</metric>
    <metric name="final_cell_mix" unit="">10 x buf_4, 9 x dlygate4sd2_1, 7 x clkdlybuf4s50_1</metric>
    <metric name="register_area" unit="sq um">0</metric>
    <metric name="synth_to_layout_area_growth" unit="%">162.4</metric>
  </group>
  <group name="final_timing">
    <metric name="tightest_slew" unit="ns">0.1744</metric>
    <metric name="fin_hold_ws" unit="ns">1.603</metric>
    <metric name="final.min_clock_period" unit="ns">2.258</metric>
    <metric name="final_min_period_over_clock_period" unit="">0.9817</metric>
    <metric name="drv_slew" unit="">0</metric>
    <metric name="headroom_to_the_max_slew_limit" unit="">0.8837</metric>
    <metric name="fmax" unit="MHz">442.9</metric>
    <metric name="setup-violations-final" unit="">0</metric>
    <metric name="timing.final.hold_violations" unit="">0</metric>
    <metric name="rsz0062_at_grt" unit="">true</metric>
  </group>
  <group name="worst_setup_path">
    <metric name="cp-end-kind" unit="">output port</metric>
    <metric name="worstSetupPathType" unit="">input pin to output port</metric>
    <metric name="setup.worst_path.start_class" unit="">input pin</metric>
    <metric name="critical_path_arrival" unit="ns">1.80</metric>
    <metric name="cp.required" unit="ns">1.84</metric>
    <metric name="top_fanout_value_on_the_critical_path" unit="">2</metric>
  </group>
  <group name="routing">
    <metric name="n_antenna_cell" unit="">0</metric>
    <metric name="drt-wirelength-per-cell" unit="microns">7.247</metric>
    <metric name="finalWirelength" unit="microns">645</metric>
    <metric name="dr_total_vias" unit="">207</metric>
    <metric name="vias_per_cell" unit="">2.326</metric>
    <metric name="dr.first_iter.drc_count" unit="">0</metric>
    <metric name="first_pass_iters" unit="">1</metric>
    <metric name="remaining_drc_errors" unit="">0</metric>
    <metric name="antenna_violating_nets_post_route" unit="">0</metric>
  </group>
  <group name="floorplan">
    <metric name="ios" unit="">18</metric>
    <metric name="die_boundary_height" unit="microns">80</metric>
    <metric name="cell_rows" unit="">21</metric>
    <metric name="die-width" unit="microns">80</metric>
    <metric name="design.core.area" unit="sq um">3416</metric>
    <metric name="die_area" unit="sq um">6400</metric>
    <metric name="initial_core_util" unit="">0.04872</metric>
  </group>
  <group name="run">
    <metric name="maxCapViolations" unit="">0</metric>
    <metric name="tally_of_openroad_warnings" unit="">34</metric>
  </group>
  <group name="min_path">
    <metric name="min_path_type" unit="">input pin to output port</metric>
  </group>
  <group name="place">
    <metric name="portBuffers" unit="">18</metric>
    <metric name="routabilityCongestion" unit="">0.7342</metric>
  </group>
</metrics>
## final timing paths
kind | from | to | slack [ns] | cells past startpoint
hold / removal | S[2] | O[2] | 1.60 | 4
setup / recovery | DI[1] | CO[2] | 0.04 | 7
## stage by stage
step | cells | total power (W) | cell area (sq um) | TNS [ns] | worst slack [ns]
5_1_grt | 89 | 0.00008980 | 436.7 | -0.01413 | -0.01283
4_1_cts | 88 | 0.00007981 | 424.2 | -0.01700 | -0.01700
3_5_place_dp | 84 | 0.00007814 | 389.1 | -1.200 | -0.2914
3_3_place_gp | 84 | 0.00007804 | 389.1 | -1.189 | -0.2926
2_1_floorplan | 22 | 0.00003667 | 166.4 | 0 | 0.5776
6_report | 89 | 0.00008232 | 436.7 | 0 | 0.04219
## routing by layer
layer	share of wire	up-vias
met3	0.14	0
li1	-	106
met4	0	0
met1	0.40	89
met2	0.47	12
met5	0	-
## power groups by stage
stage / sequential [W] / combinational, W / clock [W]
finish: 0 / 0.0000823 / 0
global route: 0 / 0.0000898 / 0
CTS: 0 / 0.0000798 / 0
## cell usage after synthesis (all sizes together)
cell type  instances  area [sq um]
a31oi              1         12.51
nor2b              1         6.260
xnor2              2         17.52
nor2               3         11.26
a21oi              2         13.76
mux2               1         15.01
inv                1         3.750
buf                8         60.06
a21o               1         8.760
xor2               2         17.52
## layout make-up
cell class                 instances  share of cell area
timing repair buffer              29              0.5731
multi-input combinational         13              0.2865
tap                               46              0.1318
inverter                           1            0.008596
## logic make-up (layout without fill, tap and decap cells)
logic type,count (synthesis),count (layout)
buf+inv,9,30
simple gates,4,4
compound gates,4,4
mux,1,1
xor+xnor,4,4
## critical path: stages
cell and delay, ns:
clkdlybuf4s50_1 0.40, nor2b_4 0.13, mux2_4 0.26, a31oi_4 0.16, buf_4 0.13, inv_1 0.03
dlygate4sd2_1 0.22
## timing repair
action / CTS / global route
endpoints found under the setup margin: 6 / 2
hold buffers: 0 / 0
setup buffers: 4 / 1
pin swaps: 7 / 0
gates cloned: 0 / 0
gates resized: 15 / 5
Power and IR drop assume default switching activity.
