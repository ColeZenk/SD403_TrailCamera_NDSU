$ cat design/flow/config.mk
export PLATFORM = sky130hd
export DESIGN_NAME = wht8
export DESIGN_NICKNAME = wht8
export VERILOG_FILES = /design/flow/design.v
export SDC_FILE = /design/flow/constraint.sdc
export NUM_CORES = 4
export LEC_CHECK = 1
export CORE_UTILIZATION = 40
$ cat design/flow/constraint.sdc
current_design wht8

set clk_period 17.7
set clk_io_pct 0.2

create_clock -name clk0 -period $clk_period

set non_clock_inputs [all_inputs -no_clocks]
set_input_delay [expr $clk_period * $clk_io_pct] -clock clk0 $non_clock_inputs
set_output_delay [expr $clk_period * $clk_io_pct] -clock clk0 [all_outputs]
$ cat design/flow/design.v
module wht8 #(
    parameter W = 16
) (
    input  wire signed [W-1:0] x0, x1, x2, x3,
    input  wire signed [W-1:0] x4, x5, x6, x7,
    output wire signed [W-1:0] y0, y1, y2, y3,
    output wire signed [W-1:0] y4, y5, y6, y7
);
    wire signed [W-1:0] s1_0 = x0 + x1;
    wire signed [W-1:0] s1_1 = x0 - x1;
    wire signed [W-1:0] s1_2 = x2 + x3;
    wire signed [W-1:0] s1_3 = x2 - x3;
    wire signed [W-1:0] s1_4 = x4 + x5;
    wire signed [W-1:0] s1_5 = x4 - x5;
    wire signed [W-1:0] s1_6 = x6 + x7;
    wire signed [W-1:0] s1_7 = x6 - x7;
    wire signed [W-1:0] s2_0 = s1_0 + s1_2;
    wire signed [W-1:0] s2_2 = s1_0 - s1_2;
    wire signed [W-1:0] s2_1 = s1_1 + s1_3;
    wire signed [W-1:0] s2_3 = s1_1 - s1_3;
    wire signed [W-1:0] s2_4 = s1_4 + s1_6;
    wire signed [W-1:0] s2_6 = s1_4 - s1_6;
    wire signed [W-1:0] s2_5 = s1_5 + s1_7;
    wire signed [W-1:0] s2_7 = s1_5 - s1_7;
    assign y0 = s2_0 + s2_4;
    assign y4 = s2_0 - s2_4;
    assign y1 = s2_1 + s2_5;
    assign y5 = s2_1 - s2_5;
    assign y2 = s2_2 + s2_6;
    assign y6 = s2_2 - s2_6;
    assign y3 = s2_3 + s2_7;
    assign y7 = s2_3 - s2_7;
endmodule
$ cat design/flow/run.sh
#!/bin/bash
# OpenROAD 26Q1-2900-gdf79404cd8, Yosys 0.63+post, stock flow scripts
make -C /OpenROAD-flow-scripts/flow DESIGN_CONFIG=/design/flow/config.mk WORK_HOME=/design/flow/orfs finish
==> reports/results.txt <==
Outcome - finished, final reports clean
Crit Path Max Fanout - 5
Fin. Hold Viols - 0
Ratio of cells with drive above 1 in the final layout - 1.12%
Setup Buffers After CTS - 0
Yosys cell count - 2120
Dpl ws - 4.55 ns
FP Core Util - 40.5%
Delay-heaviest family, CP - AND-OR/OR-AND gates
Worst setup EP type - output pin
Initial antenna violation count - 3
Placer Congestion - 0.982
Iteration-0 DRC Markers - 951
Fin util - 48.4%
Cells after Synth - 2120
XOR Share, Synth - 19.8%
Via count - 14200
Critical path type - in -> out
Stage-log warning count - 212
Post-route DRC - 0
Rows - 71
1st-pass router iterations - 5
Clkbuf count - 0
Hold WS - 8.54 ns
Ao+oa area frac - 24.5%
Highest-count logic cell in the final layout - ha_1
Fin cells - 2828
Top-Level Pins - 256
Worst-Margin Slew - 0.842 ns
Top logic family - adder cells
Routed length per instance - 15.5 um
CTS resizes - 0
Largest net degree at the start of global routing - 12
HPWL Detailed - 39400 um
Final setup viols - 0
Core area - 37600 sq um
Synth Cell Area - 15200 sq um
Chip area line of the yosys report - 15200 sq um
Flop count - 0
Slew Limit Fails - 0
Final WL - 43800 um
CP max stage delay - 0.64 ns
Simple share - 12.8%
Die height - 197 um
Hold Path Class - in -> out
Yosys cell types - 75
CTS hold repair buffers - 0
Synth warnings - 0
Placed Cells - 2826
Tmin final - 13.10 ns
Slowest stage cell, crit path - o41ai_1
Drt via density - 5.03
CP required - 14.16 ns
Die ar. - 38800 sq um
Average instance area after synthesis - 7.18 sq um
Total global-route track usage - 22.6%
Slew Limit Headroom - 42.4%
Seq share, synth - 0%
Adder share - 32.7%
FF/Latch Area - 0 sq um
Vias in the first global route - 12900
Max-cap viol count - 0
CP bufs+invs - 5
Antenna-violating nets left - 0
Type of origin of the critical path - primary input
DIE WIDTH - 197 um
Highest achievable clock rate - 0.0763 GHz
Port Buffer Count - 256
RSZ-0062 raised after global routing - no
Setup TNS - 0 ns
Worst Path Arrival - 9.56 ns
Most used cell, CP - a21oi_1
Most numerous logic cells after layout - 360 x ha_1, 337 x inv_1, 256 x clkdlybuf4s50_1
Area Overhead vs Synth - 19.4%
Multiplexer share - 0.0658%
Global-route wire length before repair - 68300 um
Period Utilization, post-route - 74.0%
Gr ovfl total - 0
Worst setup margin - 4.60 ns
cells in the mapped netlist, types with 3 or more instances:
cell         n  share of area, %
or4_1        4              0.20
nand2_1     55               1.4
o211ai_1     5              0.25
o21a_1      23               1.1
or3_1       16              0.66
nor2_1     175               4.3
a2111oi_0    3              0.17
o311ai_0     9              0.52
ha_1       360                30
a211oi_1    10              0.49
buf_2        7              0.23
clkbuf_1    45               1.1
xor2_1      84               4.8
o41ai_1      9              0.52
o21ai_1      3             0.099
inv_1      337               8.3
a21oi_1    223               7.3
fa_1        24               3.2
nand4_1      4              0.16
nor4_1      11              0.45
a21o_1      42               2.1
buf_4        4              0.20
xnor2_2      3              0.32
nor3_1      49               1.6
and2_1       5              0.21
o31ai_1     10              0.49
a31o_2       5              0.29
nor2b_1     20              0.82
nand2b_1    39               1.6
nand3_1      9              0.30
o311a_1      3              0.20
a221oi_1     5              0.29
a31oi_1     20              0.82
nor3b_1      5              0.25
or2_2        4              0.16
buf_1        4             0.099
and3_1       8              0.33
xnor2_1    249                14
o21bai_1   109               5.4
o21ai_0     78               2.6
metal layers:
metal  wire [um]  track usage, %  vias to the layer above  share of wire (%)
met4         220            1.23                        2               0.50
met1       22000            35.0                     6383                 50
met2       19400            36.1                      347                 44
met3        2140            1.32                       10                4.9
met5           9               0                        -              0.021
li1            -               -                     7475                  -
worst paths after layout:
path	start	to	slack (ns)	depth (start not counted)
max	x7[0]	y7[14]	4.60	26
min	x1[0]	y7[0]	8.54	6
logic make-up (layout without fill, tap and decap cells):
| family | Yosys count | after routing |
|---|---|---|
| adder cells (fa/ha/maj) | 384 | 384 |
| buffers and inverters | 400 | 595 |
| AND/OR/NAND/NOR | 411 | 411 |
| XOR/XNOR | 338 | 338 |
| AND-OR/OR-AND | 586 | 586 |
| multiplexers | 1 | 1 |
| other | 0 | 2 |
area by class of cell:
| type | instances | area (sq um) |
|---|---|---|
| well taps | 511 | 639 |
| multi-input cells | 1720 | 13700 |
| repair buffers | 257 | 2570 |
| diodes | 2 | 5.00 |
| fillers | 3699 | 19400 |
| inverters | 338 | 1270 |
metrics by stage:
stage	cell area (sq um)
2_1_floorplan	15200
3_3_place_gp	18200
3_5_place_dp	18200
4_1_cts	18200
5_1_grt	18200
6_report	18200
