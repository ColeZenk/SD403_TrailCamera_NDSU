==> design/flow/design.v <==
module CARRY4WHOLE(output [3:0] CO, O, input CI, CYINIT, input [3:0] DI, S);
  assign O = S ^ {CO[2:0], CI | CYINIT};
  assign CO[0] = S[0] ? CI | CYINIT : DI[0];
  assign CO[1] = S[1] ? CO[0] : DI[1];
  assign CO[2] = S[2] ? CO[1] : DI[2];
  assign CO[3] = S[3] ? CO[2] : DI[3];
endmodule
==> design/flow/run.sh <==
#!/bin/bash
# OpenROAD 26Q1-2900-gdf79404cd8, Yosys 0.63+post, stock flow scripts
make -C /OpenROAD-flow-scripts/flow DESIGN_CONFIG=/design/flow/config.mk WORK_HOME=/design/flow/orfs finish
==> design/flow/config.mk <==
export PLATFORM = sky130hd
export DESIGN_NAME = CARRY4WHOLE
export DESIGN_NICKNAME = CARRY4WHOLE
export VERILOG_FILES = /design/flow/design.v
export SDC_FILE = /design/flow/constraint.sdc
export NUM_CORES = 4
export LEC_CHECK = 1
export CORE_AREA = 10 10 70 70
export DIE_AREA = 0 0 80 80
==> design/flow/constraint.sdc <==
current_design CARRY4WHOLE

set clk_period 1.6
set clk_io_pct 0.2

create_clock -name clk0 -period $clk_period

set non_clock_inputs [all_inputs -no_clocks]
set_input_delay [expr $clk_period * $clk_io_pct] -clock clk0 $non_clock_inputs
set_output_delay [expr $clk_period * $clk_io_pct] -clock clk0 [all_outputs]
==> impl_metrics.env <==
# source this file to load flow results
export IMPL_status="finished with violations"
export IMPL_violations="negative setup slack"
export IMPL_dieArea_mm2=0.006400
export IMPL_fp_util_pct=3.114
export IMPL_first_pass_iters=1
export IMPL_place_ws_ns=-0.7030
export IMPL_synth_chip_area_um2=106.4
export IMPL_static_leakage_power_nw=0.1962
export IMPL_worst_pin_slew_ns=0.1811
export IMPL_period_used_pct=100.1
export IMPL_slew_violations=0
export IMPL_simple_gate_area_share_pct=16.47
export IMPL_finalWirelength_um=675
export IMPL_ys_seq_share_pct=0
export IMPL_synth_cell_types=10
export IMPL_die_h_um=80
export IMPL_gp_congestion=0.7678
export IMPL_setup_tns_ns=-0.001074
export IMPL_crit_start="DI[1]"
export IMPL_path_depth=7
export IMPL_ys_sh_mux_pct=14.12
export IMPL_core_mm2=0.003416
export IMPL_hold_class="in -> out"
export IMPL_antenna_found_initial=0
export IMPL_clkbuf_count=0
export IMPL_portBuffers=18
export IMPL_drc=0
export IMPL_worst_setup_path_end_kind="output pin"
export IMPL_crit_family="buffers and inverters"
export IMPL_xor_share_pct=32.94
export IMPL_mostFrequentLayoutCell="buf_4"
export IMPL_worst_path_largest_cell_delay_ns=0.26
export IMPL_ioPinCount=18
export IMPL_cp_endpoint="O[3]"
export IMPL_grt_pass1_wl_um=945
export IMPL_fin_crit_ns=1.601
export IMPL_crit_buf_inv=3
export IMPL_crit_required_ns=1.28
export IMPL_setup_violations_final=1
export IMPL_grt_ovfl_total=0
export IMPL_path_cells="buf_6 -> nor2b_4 -> mux2_4 -> a31oi_4 -> buf_6 -> xnor2_2 -> buf_2"
export IMPL_powerDensity_mw_per_mm2=271.3
export IMPL_warnings=34
export IMPL_critPathKind="in -> out"
export IMPL_ys_top_logic_family="XOR/XNOR gates"
export IMPL_drive_gt1_share_pct=67.44
export IMPL_syn_inst=14
export IMPL_antenna_left=0
export IMPL_whs_ns=1.019
export IMPL_avgSynthCellArea_um2=7.597
export IMPL_cap_violations=0
export IMPL_worst_slack_ns=-0.001074
export IMPL_crit_slowest_cell="mux2_4"
export IMPL_relSlewSlack_pct=87.89
export IMPL_synth_stat_cells=14
export IMPL_netlist_area_um2=106.4
export IMPL_hold_buffers=0
export IMPL_ys_sh_adder_pct=0
export IMPL_area_growth_syn_to_layout_pct=308.2
export IMPL_peakVddDrop_uv=25.99
export IMPL_rows=21
export IMPL_avgViaCountPerCell=2.416
export IMPL_worstSetupStartpointType="primary input"
export IMPL_grt_total_usage_pct=1.732
export IMPL_finalHoldViolCount=0
export IMPL_synthAoiAreaFrac_pct=32.94
export IMPL_flops=0
export IMPL_register_area_um2=0
export IMPL_grt_max_degree=4
export IMPL_rsz0062_at_grt="true"
export IMPL_antennaDiodeCount=0
export IMPL_cp_arrival_ns=1.28
export IMPL_wl_per_cell_um=7.584
export IMPL_yosysWarnings=0
export IMPL_crit_fanout=2
export IMPL_placed_area_um2=381.6
export IMPL_die_w_um=80
export IMPL_final_cell_mix="buf_4 (10), buf_2 (7), buf_6 (4), dlygate4sd2_1 (4), clkdlybuf4s50_1 (3)"
export IMPL_critPathMostFrequentCell="buf_6"
export IMPL_grt_pass1_vias=199
export IMPL_drtIter0Drc=0
export IMPL_fmax_ghz=0.6246
export IMPL_vias=215
export IMPL_fin_area_um2=434.2
-- cell usage after synthesis, drive strengths merged --
master | count | area share (%)
mux2 | 1 | 14
a21o | 1 | 8.2
a21oi | 2 | 13
a31oi | 1 | 12
nor2b | 1 | 5.9
xor2 | 2 | 16
nor2 | 3 | 11
xnor2 | 2 | 16
inv | 1 | 3.5
-- metrics by stage --
stage | power (mW) | utilization [%] | cells
final | 0.1178 | 12.71 | 89
after global routing | 0.1272 | 12.71 | 89
after CTS | 0.1149 | 12.27 | 89
after detailed placement | 0.1112 | 11.17 | 83
after global placement | 0.1101 | 11.17 | 83
after floorplan | 0.02378 | - | 14
-- layer usage --
layer	GRT usage, %	routed length (um)	vias to the layer above
met4	0	0	0
met2	3.210	302	11
met3	0.6818	100	0
met1	1.912	271	99
met5	0	0	-
li1	-	-	105
-- cells by family after synthesis --
| kind of cell | Yosys count |
|---|---|
| buffers and inverters | 1 |
| AND/OR/NAND/NOR | 4 |
| AND-OR/OR-AND | 4 |
| multiplexers | 1 |
| XOR/XNOR | 4 |
-- cell type report --
| type | instances | area, um2 |
|---|---|---|
| Inverter | 1 | 3.754 |
| Multi-Input combinational cell | 13 | 142.6 |
| Timing Repair Buffer | 29 | 230.2 |
| Tap cell | 46 | 57.56 |
| Fill cell | 392 | 2982 |
-- how the worst min path moves through the flow --
| stage | startpoint | endpoint | slack (ns) | cells past startpoint |
|---|---|---|---|---|
| finish | S[2] | O[2] | 1.02 | 4 |
| global route | S[2] | O[2] | 1.06 | 4 |
| CTS | S[2] | O[2] | 1.03 | 4 |
-- tightest hold or removal path: cells and delay by family --
kind | cells | cell delay [ns]
buf+inv | 3 | 0.33
xor+xnor | 1 | 0.05
-- where the power goes --
group          internal [mW]  leakage [nW]  switching [mW]
registers                  0             0               0
clock network              0             0               0
logic                 0.0800         0.196          0.0378
-- what timing repair did --
item,CTS,global route
pin swaps,7,4
setup buffers,6,1
endpoints found under the setup margin,8,4
gates resized,49,3
Power figures rest on the tool's default switching activity, not on a simulated workload.
